File: flow/config.mk
export PLATFORM = sky130hd
export DESIGN_NAME = ALU
export DESIGN_NICKNAME = ALU
export VERILOG_FILES = /design/flow/design.v
export SDC_FILE = /design/flow/constraint.sdc
export NUM_CORES = 4
export LEC_CHECK = 1
export CORE_UTILIZATION = 50
File: flow/constraint.sdc
current_design ALU

set clk_period 19.9
set clk_io_pct 0.2

create_clock -name clk0 -period $clk_period

set non_clock_inputs [all_inputs -no_clocks]
set_input_delay [expr $clk_period * $clk_io_pct] -clock clk0 $non_clock_inputs
set_output_delay [expr $clk_period * $clk_io_pct] -clock clk0 [all_outputs]
File: flow/design.v
`timescale 1ns / 1ps
module ALU (
    input  [63:0] a,                 
    input  [63:0] b,                 
    input  [3:0]  alu_op,            
    output [63:0] res                
);
    reg [63:0] resreg;
    reg [31:0] resreg_32;
parameter ADD = 4'b0000;
parameter SUB = 4'b0001;
parameter AND = 4'b0010;
parameter OR = 4'b0011;
parameter XOR = 4'b0100;
parameter SLT = 4'b0101;
parameter SLTU = 4'b0110;
parameter SLL = 4'b0111;
parameter SRL = 4'b1000;
parameter SRA = 4'b1001;
parameter ADDW = 4'b1010;
parameter SUBW = 4'b1011;
parameter SLLW = 4'b1100;
parameter SRLW = 4'b1101;
parameter SRAW = 4'b1110;
    always @(*) begin                
        case (alu_op)
            ADD:    resreg = a + b;            
            SUB:    resreg = a - b;            
            AND:    resreg = a & b;            
            OR:     resreg = a | b;             
            XOR:    resreg = a ^ b;            
            SLT:    begin
                    if(a[63] == 0 && b[63] == 1) resreg = 0;
                    else if(a[63] == 1 && b[63] == 0) resreg = 1;
                    else if(a[62:0] < b[62:0]) resreg = 1;
                    else resreg = 0;
                    end   
            SLTU:   resreg = (a < b) ? 1 : 0;                      
            SLL:    begin
                        if(b[63])
                            resreg = a << (63-~b); 
                        else
                            resreg = a << b;        
                    end        
            SRL:    begin
                        if(b[63])
                            resreg = a >> (63-~b); 
                        else
                            resreg = a >> b;           
                    end 
            SRA:    begin
                        if(b[63])
                            resreg = $signed(a) >>> (63-~b); 
                        else
                            resreg = $signed(a) >>> b;         
                    end 
            ADDW:    
                begin
                    resreg_32 = $signed(a[31:0] + b[31:0]);
                    resreg = {{32{resreg_32[31]}},{resreg_32}};
                end
            SUBW:    
                begin
                    resreg_32 = $signed(a[31:0] - b[31:0]);
                    resreg = {{32{resreg_32[31]}},{resreg_32}};
                end
            SLLW:   begin
                        if(b[31]) begin
                            resreg_32 = $signed(a[31:0] << (31-~b[31:0]));
                            resreg = {{32{resreg_32[31]}},{resreg_32}};
                        end
                        else begin
                            resreg_32 = $signed(a[31:0] << b[31:0]);
                            resreg = {{32{resreg_32[31]}},{resreg_32}};
                        end
                    end
            SRLW:   begin
                        if(b[31]) begin
                            resreg_32 = $signed(a[31:0] >> (31-~b[31:0]));
                            resreg = {{32{resreg_32[31]}},{resreg_32}};
                        end
                        else begin
                            resreg_32 = $signed(a[31:0] >> b[31:0]);
                            resreg = {{32{resreg_32[31]}},{resreg_32}};
                        end
                    end       
            SRAW:   begin
                        if(b[31]) begin
                            resreg_32 = $signed(a[31:0]) >>> (31-~b[31:0]);
                            resreg = {{32{resreg_32[31]}},{resreg_32}};
                        end
                        else begin
                            resreg_32 = $signed(a[31:0]) >>> b[31:0];
                            resreg = {{32{resreg_32[31]}},{resreg_32}};
                        end
                    end 
            default: begin 
                resreg_32 = 0;
                resreg = 0;            
            end
        endcase
    end
    assign res = resreg;    
endmodule
File: flow/run.sh
#!/bin/bash
# OpenROAD 26Q1-2900-gdf79404cd8, Yosys 0.63+post, stock flow scripts
make -C /OpenROAD-flow-scripts/flow DESIGN_CONFIG=/design/flow/config.mk WORK_HOME=/design/flow/orfs finish
==> flow_results.xml <==
<?xml version="1.0" encoding="UTF-8"?>
<metrics>
  <group name="placed_design">
    <metric name="place.port_buffers" unit="">196</metric>
    <metric name="number_of_placed_instances_taps_included" unit="">4881</metric>
    <metric name="hpwl" unit="um">137100</metric>
    <metric name="place.gp.congestion" unit="">1.312</metric>
  </group>
  <group name="logic_synthesis">
    <metric name="synth_top_area_share" unit="%">9.532</metric>
    <metric name="ys_warnings" unit="">1</metric>
    <metric name="yosys.area_share.simple" unit="%">29.15</metric>
    <metric name="post_synth_xor_area_fraction" unit="%">2.485</metric>
    <metric name="post_synth_fa_ha_maj_area_fraction" unit="%">9.766</metric>
    <metric name="yosys-stat-area" unit="um2">25730</metric>
    <metric name="area_of_the_mapped_netlist" unit="um2">25730</metric>
    <metric name="synth_cells" unit="">4236</metric>
    <metric name="ys_seq_share" unit="%">0</metric>
    <metric name="yosysUniqueCellTypes" unit="">98</metric>
    <metric name="ys_top_logic_family" unit="">AND-OR/OR-AND gates</metric>
    <metric name="yosys-top-cells-area" unit="">ha_1, o21ai_0, nor2_1</metric>
    <metric name="multiplexer_share_of_the_synthesized_area" unit="%">10.53</metric>
    <metric name="yosys-stat-cells" unit="">4236</metric>
    <metric name="compound_area_share" unit="%">39.61</metric>
    <metric name="synthDominantAreaCellType" unit="">ha_1</metric>
    <metric name="post_synth.cell_area_avg" unit="um2">6.073</metric>
  </group>
  <group name="clock_tree">
    <metric name="cts.repair_timing.setup_buffer_count" unit="">0</metric>
    <metric name="hold_buffers" unit="">0</metric>
    <metric name="ctsResizeCount" unit="">0</metric>
  </group>
  <group name="status">
    <metric name="toolErrorMsg" unit="">[ERROR GRT-0183] Net net284: heap underflow during 3D maze routing.</metric>
    <metric name="lastStage" unit="">global routing (5_1_grt)</metric>
    <metric name="outcome" unit="">stopped before the end</metric>
  </group>
  <group name="grt">
    <metric name="grt_antenna_before_repair" unit="">48</metric>
    <metric name="grt_max_degree" unit="">116</metric>
  </group>
  <group name="floorplanning">
    <metric name="num_io_pins" unit="">196</metric>
    <metric name="floorplan.die.height" unit="um">228.8</metric>
    <metric name="rows" unit="">82</metric>
    <metric name="floorplan.core_util" unit="%">50.97</metric>
    <metric name="fp.dieW" unit="um">228.8</metric>
  </group>
</metrics>
==> cell families after synthesis <==
group,after synthesis
fa+ha+maj,199
buf+inv,571
xor+xnor,73
mux,198
simple gates,1600
compound gates,1595
==> Yosys cell counts (62+ instances only) <==
library cell and count:
nor2_1 523, o21ai_0 439, nand2_1 424, a21oi_1 391, clkbuf_1 285, inv_1 198
ha_1 196, nand3_1 135, nor3_1 131, mux2i_1 120, nand4_1 85, o211ai_1 84
a31oi_1 77, a211oi_1 75, nor4_1 63, buf_1 62
==> through the flow <==
step,setup slack [ns],instance area [um2],power [W],util [%]
after CTS,4.293,28310,0.0008362,56.09
after detailed placement,4.336,28310,0.0008332,56.09
after global placement,4.397,28310,0.0008338,56.09
after floorplan,5.524,25730,0.0004646,-
Power figures rest on the tool's default switching activity, not on a simulated workload.
