==> run.sh <==
#!/bin/bash
# OpenROAD 26Q1-2900-gdf79404cd8, Yosys 0.63+post, stock flow scripts
make -C /OpenROAD-flow-scripts/flow DESIGN_CONFIG=/design/flow/config.mk WORK_HOME=/design/flow/orfs finish
==> config.mk <==
export PLATFORM = sky130hd
export DESIGN_NAME = pc_mux
export DESIGN_NICKNAME = pc_mux
export VERILOG_FILES = /design/flow/design.v
export SDC_FILE = /design/flow/constraint.sdc
export NUM_CORES = 4
export LEC_CHECK = 1
export CORE_AREA = 10 10 133 133
export DIE_AREA = 0 0 143 143
==> constraint.sdc <==
current_design pc_mux

set clk_period 13.3
set clk_io_pct 0.2

create_clock -name clk0 -period $clk_period

set non_clock_inputs [all_inputs -no_clocks]
set_input_delay [expr $clk_period * $clk_io_pct] -clock clk0 $non_clock_inputs
set_output_delay [expr $clk_period * $clk_io_pct] -clock clk0 [all_outputs]
==> design.v <==
`timescale 1ns/1ps
module pc_mux(
	input [63:0] pc,
	input [63:0] alu_out,
	input br_taken,
	input npc_sel,
	input pc_stall,
	output [63:0] pc_out
);
reg [63:0] pc_out_reg;
always@(*) begin
	if(br_taken&&npc_sel) pc_out_reg=alu_out;
	else if(pc_stall) pc_out_reg=pc;
	else pc_out_reg=pc+4;
end
	assign pc_out=pc_out_reg;
endmodule
==> impl_metrics.tcl <==
# implementation run metrics
set metrics [dict create \
    grt-ovfl-total 0 \
    diodes 0 \
    power_frac_comb_pct 100.0 \
    hold_class "input pin to output port" \
    switchingPower_uw 39.6 \
    finalClockPeriodUsage_pct 65.7 \
    met1_length_um 5710 \
    holdWs_ns 6.20 \
    avgSynthCellArea_um2 5.78 \
    netlist_area_mm2 0.00227 \
    relSlewSlack_pct 41.5 \
    critPathLaunchType "input pin" \
    vias_per_cell 4.65 \
    power.density_mw_per_mm2 26.1 \
    drt_iter0_drc 148 \
    cpPeakStageDelay_ns 0.70 \
    ir_drop_mv 0.0103 \
    holdPathStages 4 \
    holdBufCountCts 0 \
    grt_max_degree 57 \
    critPathArrivalTime_ns 6.07 \
    cp_slowest_cell "nor3_1" \
    crit_path_cell_trace "clkdlybuf4s50_1 > ha_1 > nand4b_1 > nor3_1 > nand4_1 > or3_1 > a31oi_1 > clkdlybuf4s50_1" \
    fmax_mhz 114 \
    gp_congestion 0.856 \
    design_area_mm2 0.00437 \
    synthDistinctLibCells 47 \
    drive_above_1_share_pct 3.34 \
    highest_layer "met4" \
    firstDrtPassIters 4 \
    internal-power_uw 74.4 \
    finalSetupTns_ns 0 \
    drcViolationCount 0 \
    top_area_share_pct 12.7 \
    die_x_um 143 \
    worstHoldEndpoint "pc_out[0]" \
    grt_first_pass_wirelength_um 18800 \
    crit_top_cell "clkdlybuf4s50_1" \
    critical_path_class "input pin to output port" \
    met2WireLength_um 5890 \
    rows 44 \
    hold_viol_final 0 \
    initCoreUtil_pct 15.4 \
    drt-total-wl_um 12900 \
    netlist_instances 393 \
    num_vias 3499 \
    syn_to_final_growth_pct 92.7 \
    first_global_vias 3254 \
    yosysWarnings 1 \
    placed_area_mm2 0.00437 \
    min_period_ns 8.73 \
    cp-startpoint "pc[2]" \
    num-clock-buffers 0 \
    grt_util_all_layers_pct 11.6 \
    cp-end-kind "output port" \
    path_max_fanout 11 \
    antenna_found_initial 0 \
    tightestPinTransition_ns 0.871 \
    p_leak_uw 0.00143 \
    worstHoldStart "alu_out[0]" \
    register_area_um2 0 \
    synth_dominant_cell_count "nand2_1" \
    warning_count 32 \
    seq_cells 0 \
    maxCapViolCount 0 \
    port_buffers 195 \
    power_frac_seq_pct 0 \
    p_clk_share_pct 0 \
    total_power_uw 114 \
    yosys_cells 393 \
    cts_resized 0 \
    ios 195 \
    yosysTopAreaCell "nand2_1" \
    die_area_mm2 0.0204 \
    seq_area_frac_synth_pct 0 \
    setup_violations 0 \
    yosys-top-cells-area "nand2_1, o21ai_0, xor2_1, nand4_1, nand3_1" \
    postCtsSetupBuffers 0 \
    rsz0062_at_grt "false" \
    dr_wl_met3_um 1310 \
    die_h_um 143 \
    synthTopCellsByCount "nand2_1, o21ai_0, nand3_1" \
    worstPathRequired_ns 10.64 \
    place_hpwl_um 11100 \
    ys_chip_area_mm2 0.00227 \
    status "finished, final reports clean" \
    drv_slew 0 \
    wl_per_cell_um 17.2 \
    p_sw_share_pct 34.8 \
    postRouteAntennaNets 0 \
    core_area_mm2 0.0147 \
]
==> power groups by stage <==
stage	Clock, uW	Combinational (uW)	Sequential, uW
after CTS	0	116	0
after global routing	0	124	0
final	0	114	0
==> routing by layer <==
layer  global-route usage [%]  vias to the layer above
met4                    0.271                        0
met1                     15.1                     1522
met2                     19.5                      156
met5                        0                        -
li1                         -                     1819
met3                     3.33                        2
==> worst max-delay path, delay by kind of cell <==
family | cells | cell delay, ns
AND/OR/NAND/NOR | 4 | 2.01
AND-OR/OR-AND | 1 | 0.20
adder cells (fa/ha/maj) | 1 | 0.17
buffers and inverters | 2 | 1.02
==> cells in the final DEF (no fill, tap or decap), types with 8 or more instances in the layout <==
cell type        count
a31oi_1             17
and4_1               8
clkdlybuf4s50_1    195
nand2_1             77
nand3_1             30
nand4_1             29
nor2_1              25
nor3_1              11
nor4_1              10
o21ai_0             48
or3_1               11
xnor2_1             16
xor2_1              23
==> stage by stage <==
step | util (%) | cells | worst slack [ns]
floorplan | - | 393 | 6.16
global placement | 29.7 | 753 | 4.62
detailed placement | 29.7 | 753 | 4.60
CTS | 29.7 | 753 | 4.60
global route | 29.7 | 753 | 4.38
finish | 29.7 | 753 | 4.57
==> logic make-up (layout without fill, tap and decap cells) <==
| family | after synthesis | after routing | synth area share (%) |
|---|---|---|---|
| fa+ha+maj | 1 | 1 | 0.551 |
| buf+inv | 28 | 204 | 5.95 |
| mux | 7 | 7 | 3.14 |
| compound gates | 78 | 78 | 19.7 |
| simple gates | 240 | 240 | 55.6 |
| xor+xnor | 39 | 39 | 15.0 |
==> layout make-up <==
cell class,instances,area [um^2]
Fill cell,1604,10300
Timing Repair Buffer,199,1980
Tap cell,184,230
Inverter,5,18.8
Multi-Input combinational cell,365,2140
==> worst max path at each step <==
stage,cells past startpoint,slack (ns),to
final,8,4.57,pc_out[42]
after global routing,8,4.38,pc_out[42]
after CTS,8,4.60,pc_out[42]
No activity file was given, so power comes from the tool's default toggle rates.
