==> /design/flow/design.v <==
`timescale 1ns / 1ps
module DataTrunc (	 
    input  [ 2:0] width,
    input  [ 2:0] remain,
    input  [63:0] rdata,
    output [63:0] trdata
);
parameter mem_no=3'b000;
parameter mem_double = 3'b001;
parameter mem_word = 3'b010;
parameter mem_half = 3'b011;
parameter mem_byte = 3'b100;
parameter mem_unword = 3'b101;
parameter mem_unhalf = 3'b110;
parameter mem_unbyte = 3'b111;
    reg  [ 7:0] mask_reg;
    reg  [63:0] data_reg;
    reg  [ 3:0] help;
    reg  [63:0] data_temp1;
    reg  [63:0] data_temp2;
    wire [ 7:0] mask;
    integer i;
    integer j;
    always @(*) begin
        case (width)
            mem_no: mask_reg = 8'b11111111;  
            mem_double: mask_reg = 8'b11111111;  
            mem_word: mask_reg = 8'b00001111;  
            mem_half: mask_reg = 8'b00000011;  
            mem_byte: mask_reg = 8'b00000001;  
            mem_unword: mask_reg = 8'b00001111;  
            mem_unhalf: mask_reg = 8'b00000011;  
            mem_unbyte: mask_reg = 8'b00000001;  
            default:mask_reg = 8'b11111111;
        endcase
    end
    always @(*) begin	 
        case (width)
            mem_word: help = 4;  
            mem_half: help = 2;  
            mem_byte: help = 1;  
            default:help = 8;
        endcase
    end
    assign mask = mask_reg << remain;
    always @(*) begin
        for(i = 0; i < 8; i = i+1) begin
            if(mask[i])
                data_reg[i*8 +: 8] = rdata[i*8 +: 8];
            else
                data_reg[i*8 +: 8] = 8'b00000000;
        end
    end
    always @(*) begin
        data_temp1 = data_reg << (8*(8-help-remain));
        if(width > 3'b000 && width < 3'b101)
            data_temp2 = $signed(data_temp1) >>> (8*(8-help));
        else
            data_temp2 = data_reg >> (8*remain);
    end
    assign trdata = data_temp2;
endmodule
==> /design/flow/run.sh <==
#!/bin/bash
# OpenROAD 26Q1-2900-gdf79404cd8, Yosys 0.63+post, stock flow scripts
make -C /OpenROAD-flow-scripts/flow DESIGN_CONFIG=/design/flow/config.mk WORK_HOME=/design/flow/orfs finish
==> /design/flow/config.mk <==
export PLATFORM = sky130hd
export DESIGN_NAME = DataTrunc
export DESIGN_NICKNAME = DataTrunc
export VERILOG_FILES = /design/flow/design.v
export SDC_FILE = /design/flow/constraint.sdc
export NUM_CORES = 4
export LEC_CHECK = 1
export CORE_UTILIZATION = 40
==> /design/flow/constraint.sdc <==
current_design DataTrunc

set clk_period 16.3
set clk_io_pct 0.2

create_clock -name clk0 -period $clk_period

set non_clock_inputs [all_inputs -no_clocks]
set_input_delay [expr $clk_period * $clk_io_pct] -clock clk0 $non_clock_inputs
set_output_delay [expr $clk_period * $clk_io_pct] -clock clk0 [all_outputs]
==> impl_metrics.tcl <==
# collected from the flow reports
set metrics [dict create \
    tool_warnings 37 \
    place_congestion 1.17 \
    hold_viol 0 \
    grt_pass1_wl_mm 69.1 \
    intPower_w 0.000131 \
    drv_slew 2 \
    status "finished with violations" \
    max_cap_viol_count 1 \
    fp-row-count 46 \
    antenna_left 0 \
    overflow 0 \
    num-clock-buffers 0 \
    flop_area_sq_um 0 \
    ys_chip_area_sq_um 6670 \
    synth_cell_types 95 \
    cp_max_fo 29 \
    post-dp-hpwl_mm 36.2 \
    ys_cells 1101 \
    drt_iter0_markers 2582 \
    top_area_cell "a21oi_1" \
    top_cell "a21oi_1" \
    post-cts-setup-buffers 0 \
    vias 11200 \
    crit_slowest_cell "a21oi_1" \
    rsz0062_at_grt "false" \
    power.density_nw_per_um2 48.9 \
    fp_util_pct 41.5 \
    seq_cell_count 0 \
    dieHeight_um 131 \
    cp.buffers_inverters 10 \
    p_total_w 0.000402 \
    fin_crit_sh_pct 84.5 \
    grt_max_degree 69 \
    netlist_area_sq_um 6670 \
    switchingPower_w 0.000271 \
    min_period_ns 13.77 \
    syn_inst 1101 \
    top_area_share_pct 9.46 \
    viasPerCell 8.00 \
    criticalPathCategory "input pin to primary output" \
    yosys-top-cells-count "126 x a21oi_1, 121 x nand2_1, 112 x nor2_1" \
    routedWlPerCell_um 34.9 \
    die_w_um 131 \
    endpoint_kind "primary output" \
    firstDrtPassIters 13 \
    relSlewSlack_pct -1.98 \
    drcViolationCount 0 \
    critPathRequiredTime_ns 13.04 \
    hold_depth 6 \
    flow.area_growth_from_synthesis_pct 23.3 \
    wl_mm 49.0 \
    p_sw_share_pct 67.4 \
    yosys.stat.seqShare_pct 0 \
    holdCritPathClass "input pin to primary output" \
    ctsHoldBuffers 0 \
    tns_ns 0 \
    die_area_sq_um 17200 \
    worst_slew_pin_slew_ns 1.51 \
    violations "capacitance limit, slew limit" \
    track_usage_pct 58.2 \
    core_sq_um 16100 \
    io_pins 134 \
    max_clock_freq_mhz 72.6 \
    path_depth 29 \
    antenna_found_initial 7 \
    setup_viol_count_final 0 \
    cpMostUsedCell "buf_4" \
    fin_cells 1405 \
    slowest_delay_ns 0.74 \
    drive_gt1_share_pct 8.35 \
    crit_path_start_kind "input pin" \
    critPathTopFamily "buffers and inverters" \
    avgSynthCellArea_sq_um 6.05 \
    fillers 1632 \
    irDropWorstVdd_v 0.0000637 \
    top_cells_by_area "a21oi_1 9.5%, o21ai_0 7.1%, nand2_1 6.8%" \
    cp.arrival_ns 10.51 \
    dp.cells 1401 \
    cts_resized 0 \
    fin_hold_ws_ns 7.67 \
    power_leakage_nw 2.69 \
    grt_pass1_vias 10000 \
    yosysWarnings 1 \
    portBuffers 134 \
]
-- tightest hold or removal path, stage by stage --
cell,delay (ns)
buf_2,0.19
nor3_2,0.07
buf_4,0.22
nand2_1,0.15
o22ai_1,0.10
clkdlybuf4s50_1,0.40
-- metal layers --
metal	track usage, %	wire (um)
met5	7.94	92
met4	44.8	5270
met3	35.0	9160
met2	74.7	17900
met1	68.6	16700
-- path summary, 6_finish.rpt --
check,startpoint,to
hold / removal,remain[0],trdata[63]
setup / recovery,width[0],trdata[3]
-- layout by cell type, fill, tap and decap left out, drive strengths merged, types with 7 or more instances in the layout --
master	instances
or2	9
mux2i	28
buf	47
nand4	14
clkdlybuf4s50	131
nand3	38
o21ai	102
o32ai	9
ha	14
nor4	9
o22ai	25
a31oi	39
o221ai	7
a21o	7
a21oi	133
a211o	7
nand2	121
o211ai	31
nor2b	8
a22oi	10
a22o	23
a211oi	30
a32oi	18
inv	16
a221oi	24
o31ai	12
nor3	37
and2	8
nor2	113
-- metrics by stage --
step | cell area (sq um) | setup WS [ns] | utilization (%)
floorplan | 6680 | 3.96 | -
global placement | 8210 | 2.92 | 51.1
detailed placement | 8210 | 2.73 | 51.1
CTS | 8210 | 2.73 | 51.1
global route | 8220 | 2.04 | 51.2
finish | 8220 | 2.53 | 51.2
-- cell type report --
type | count | area [sq um] | share of cell area [%]
Multi-Input combinational cell | 990 | 6220 | 75.7
Timing Repair Buffer | 178 | 1660 | 20.2
Tap cell | 216 | 270 | 3.29
Inverter | 17 | 63.8 | 0.776
Antenna cell | 4 | 10.0 | 0.122
-- logic make-up after synthesis --
kind of cell | count (synthesis) | share of synthesized area [%]
muxes | 34 | 5.41
AOI/OAI and AO/OA | 543 | 56.6
buffers and inverters | 115 | 7.30
and+or+nand+nor | 391 | 27.4
adders and majority gates | 15 | 2.93
other | 1 | 0.0563
xor gates and xnor gates | 2 | 0.263
